## flow/design.v

```verilog
module HazardDec(IFIDrs,IFIDrt,IDEXrd,PCsrc,IDEXMemRead,IDEXRegWrite,
		 IM_read,wr_pc,IFID_clear,wr_IFID,IDEX_clear,wr_IDEX,
		 EXMEM_clear,wr_EXMEM,MEMWB_clear,wr_MEMWB);
input PCsrc,IDEXMemRead,IDEXRegWrite;
input [3:0] IFIDrs,IFIDrt,IDEXrd;
output wr_pc,IM_read,IFID_clear,wr_IFID,IDEX_clear,wr_IDEX,
	 EXMEM_clear,wr_EXMEM,MEMWB_clear,wr_MEMWB;
reg jump, IMread, IFflush, IFwr, IDflush, IDwr,
	EXflush, EXwr, MEMflush,MEMwr;
initial begin
		#25
		jump = 1'b1;  
		IMread = 1'b1;
		IFwr = 1'b1;
end 
always @ (PCsrc,IDEXMemRead,IDEXRegWrite,IFIDrs,IFIDrt,IDEXrd)
begin
	if(PCsrc)begin
		jump = 1'b1;
		IMread = 1'b1;
		IFflush = 1'b1;
		IDflush = 1'b1;
		MEMwr = 1'b1;
		EXflush = 1'b1; 
	end else if(IDEXMemRead && IDEXRegWrite && ((IFIDrs == IDEXrd)||(IFIDrt==IDEXrd)))begin
		EXwr = 1'b1;
		MEMwr = 1'b1;
		jump = 1'b0; 
		IFwr = 1'b0;
		IDflush = 1'b1;  
		IMread = 1'b0;
	end else begin
		IFflush = 1'b0;  
		IDflush = 1'b0;
		EXflush = 1'b0;
		MEMflush = 1'b0;
		jump = 1'b1;  
		IMread = 1'b1;
		IFwr = 1'b1;
		IDwr = 1'b1;
		EXwr = 1'b1;
		MEMwr = 1'b1;
	end
end
assign wr_pc = jump; 
assign IM_read = IMread;  
assign IFID_clear = IFflush;  
assign wr_IFID = IFwr; 
assign IDEX_clear = IDflush;
assign wr_IDEX = IDwr;
assign EXMEM_clear = EXflush;
assign wr_EXMEM = EXwr;
assign MEMWB_clear = MEMflush;
assign wr_MEMWB = MEMwr;
endmodule 
```

## flow/run.sh

```bash
#!/bin/bash
# OpenROAD 26Q1-2900-gdf79404cd8, Yosys 0.63+post, stock flow scripts
make -C /OpenROAD-flow-scripts/flow DESIGN_CONFIG=/design/flow/config.mk WORK_HOME=/design/flow/orfs finish
```

## flow/config.mk

```make
export PLATFORM = sky130hd
export DESIGN_NAME = HazardDec
export DESIGN_NICKNAME = HazardDec
export VERILOG_FILES = /design/flow/design.v
export SDC_FILE = /design/flow/constraint.sdc
export NUM_CORES = 4
export LEC_CHECK = 1
export CORE_AREA = 10 10 70 70
export DIE_AREA = 0 0 80 80
```

## flow/constraint.sdc

```tcl
current_design HazardDec

set clk_period 1.6
set clk_io_pct 0.2

create_clock -name clk0 -period $clk_period

set non_clock_inputs [all_inputs -no_clocks]
set_input_delay [expr $clk_period * $clk_io_pct] -clock clk0 $non_clock_inputs
set_output_delay [expr $clk_period * $clk_io_pct] -clock clk0 [all_outputs]
```

==> changes_impl.md <==
### Implementation results

* Routability-driven placement congestion ratio at 0.6191
* Critical path capture point type: primary output
* Sum of negative setup slack at -0.3333 ns
* Required time of the critical path at 1.28 ns
* Pin count of the biggest net entering global routing at 5
* Number of placed I/O pins at 25
* Mapped Area at 206.4 um^2
* CP Class: in2out
* CP delay by family, top: simple AND/OR/NAND/NOR gates
* Synthesis-to-layout area growth at 114.5%
* Main area contributors: sky130_fd_sc_hd__xor2_1 34%, sky130_fd_sc_hd__buf_4 22%, sky130_fd_sc_hd__dlxtn_1 15%
* Data arrival time of the critical path at 1.41 ns
* Chip Area, Yosys at 206.4 um^2
* WL/cell at 7.957 um
* GR Util met1 at 2.452%
* Count of tool warnings at 34
* Global-route wire length before repair at 1055 um
* Chip footprint at 6400 um^2
* Share of layout cells above drive strength 1 at 47.83%
* Slowest cell on crit path: sky130_fd_sc_hd__nor4_2
* Yosys warns at 1
* Crit-path max cell delay at 0.27 ns
* Worst setup slack after layout at -0.1295 ns
* Power per unit of standard cell area at 164.4 nW/um^2
* Height of the chip at 80 um
* Final Cycle Share at 108.1%
* CP cell instances: buf_6 > buf_6 > xor2_2 > nor4_2 > o211ai_2 > or2_1 > buf_2
* Minimum hold slack at 1.332 ns
* Pre-CTS WS at -0.8347 ns
* Leftover overflow at the end of global routing at 0
* Total count of max-transition violations in the final report at 0
* Global-route met2 utilization at 2.970%
* Ys cells at 24
* CP startpoint kind: input pin
* Post-route DRC at 0
* Number of standard cells in the final layout excluding fillers at 92
* Final critical path time including I/O delays and setup at 1.730 ns
* Drt first-iter violations at 0
* Endpoints left unconstrained at 5
* Unrepaired setup endpoints after global routing: true
* Most Used Layer, Global Route: met2
* Chip Width at 80 um
* Post-synthesis share of cell area spent on and-or and or-and gates at 6.061%
* Wire length after detailed routing at 732 um
* Peak supply drop at 0.05390 mV
* Hold Path Class: in2out
* Prevailing post-synth register cell: sky130_fd_sc_hd__dlxtn_1
* And+or+nand+nor area frac at 20.00%
* Number of hold violations in the final report at 0
* Max-cap viol count at 0
* Routed vias at 221
* Synth top cells by count: 8 x sky130_fd_sc_hd__xor2_1, 6 x sky130_fd_sc_hd__buf_4, 2 x sky130_fd_sc_hd__conb_1, 2 x sky130_fd_sc_hd__dlxtn_1, 2 x sky130_fd_sc_hd__nor4_2
* Arithmetic-cell share of the synthesized area counting full adders, half adders and majority gates at 0%
* Violated checks: setup timing
* Post-Synth XOR/XNOR Area at 33.94%
* Placed Area at 451.7 um^2
* Maximum fanout count along the critical path at 2
* Hold buffer count at CTS at 0
* Tot Pwr at 72.83 uW
* Fill cells at 414
* Post-route cell area at 442.9 um^2
* Ys flops at 2
* Run status: complete, but fails checks
* Core utilization before placement at 6.044%
* Count of buffers inserted at the top-level ports at 21
* Yosys top cell by instances: sky130_fd_sc_hd__xor2_1
* Total antenna diodes in the routed design at 0
* Number of global-route vias before repair at 253
* Count of unclocked register or latch pins at 2
* Core region area at 3416 um^2
* Timing-limited maximum frequency at 578.2 MHz
* Vias per cell at 2.402
* Gate count of the mapped netlist at 24
* Number of nets still failing antenna checks after routing at 0
* Cell accounting for the most synthesized area: sky130_fd_sc_hd__xor2_1
* Met3 Track Usage GR at 1.250%
* Asr flop ratio synth at 0%
* Post-Syn Area per Cell at 8.602 um^2
* Static Leak at 0.1884 nW
* Combined global-route utilization of all metal layers at 1.966%
* Area fraction in mux cells at 0%
* Count of flip-flops with a built-in enable after synthesis at 0
* Most common cell type on the critical path: sky130_fd_sc_hd__buf_6
* Main logic family after synthesis: XOR/XNOR gates
* Pre-Repair DR Iteration Count at 1
* Finished Core Util at 12.97%
* Initial antenna violation count at 0
* Final setup fails at 3
* Buf/Inv on CP at 3
* Portion of synthesized cell area occupied by the leading cell type at 33.94%
* Count of standard-cell rows at 21
* Cell count after placement at 89
* Count of different cell masters after synthesis at 9
* DP HPWL at 673.6 um
==> final timing paths <==
check	start	to	slack, ns	cells after the start
worst max-delay path	IDEXrd[1]	wr_pc	-0.13	7
worst min-delay path	IFIDrs[1]	IM_read	1.33	6
==> power breakdown <==
part           total, mW  internal, mW  switching, mW
combinational     0.0707        0.0429         0.0279
clock                  0             0              0
sequential       0.00210       0.00202      0.0000842
total             0.0728        0.0449         0.0280
==> flip-flops by register name, summed over array words and instances (netlist names) <==
register,flops
IFwr,1
IFflush,1
==> repair_timing <==
| item | CTS | global route |
|---|---|---|
| pin swaps | 9 | 7 |
| resized | 37 | 9 |
| setup endpoints to repair | 3 | 3 |
| hold endpoints to repair | 0 | 0 |
| buffers inserted | 2 | 1 |
==> cell usage in the layout (no fill, tap or decap), types with 2 or more instances in the layout <==
| cell type | count |
|---|---|
| sky130_fd_sc_hd__buf_2 | 5 |
| sky130_fd_sc_hd__buf_4 | 4 |
| sky130_fd_sc_hd__buf_6 | 2 |
| sky130_fd_sc_hd__clkbuf_2 | 5 |
| sky130_fd_sc_hd__clkdlybuf4s50_1 | 6 |
| sky130_fd_sc_hd__conb_1 | 4 |
| sky130_fd_sc_hd__dlxtn_1 | 2 |
| sky130_fd_sc_hd__dlygate4sd2_1 | 2 |
| sky130_fd_sc_hd__nor4_2 | 2 |
| sky130_fd_sc_hd__xor2_1 | 6 |
| sky130_fd_sc_hd__xor2_2 | 2 |
==> metal layers <==
metal / vias to the layer above / wire length, um
li1: 108 / -
met1: 91 / 300
met2: 22 / 253
met3: 0 / 178
met4: 0 / 0
met5: - / 0
==> logic make-up after synthesis <==
group           count (synthesis)
xor+xnor                        8
buf+inv                         6
simple gates                    5
latches                         2
other cells                     2
compound gates                  1
==> worst min-delay path: cells and delay by family <==
family                    cells  cell delay (ns)
AOI/OAI and AO/OA             1             0.18
xor gates and xnor gates      1             0.13
buffers and inverters         2             0.20
and+or+nand+nor               2             0.18
==> cell type report <==
cell class                      instances  area (um^2)  area share [%]
Timing Repair Buffer                   26        201.4           45.48
Sequential cell                         2        30.03           6.780
Multi-Input combinational cell         18        153.9           34.75
Tap cell                               46        57.56           12.99
No activity file was given, so power comes from the tool's default toggle rates.
